===== design.v =====
`timescale 1ns/1ps
module pc(
    input  wire        clk,
    input  wire        reset,
    input  wire [31:0] pc_next,
    output reg  [31:0] pc_out
);
    always @(posedge clk) begin
        if (reset)
            pc_out <= 32'h00000000;
        else
            pc_out <= pc_next;
    end
endmodule

===== run.sh =====
#!/bin/bash
# OpenROAD 26Q1-2900-gdf79404cd8, Yosys 0.63+post, stock flow scripts
make -C /OpenROAD-flow-scripts/flow DESIGN_CONFIG=/design/flow/config.mk WORK_HOME=/design/flow/orfs finish

===== config.mk =====
export PLATFORM = sky130hd
export DESIGN_NAME = pc
export DESIGN_NICKNAME = pc
export VERILOG_FILES = /design/flow/design.v
export SDC_FILE = /design/flow/constraint.sdc
export NUM_CORES = 4
export LEC_CHECK = 1
export CORE_AREA = 10 10 102 102
export DIE_AREA = 0 0 112 112

===== constraint.sdc =====
current_design pc

set clk_period 1.0
set clk_io_pct 0.2

create_clock -name clk0 -period $clk_period [get_ports {clk}]

set non_clock_inputs [all_inputs -no_clocks]
set_input_delay [expr $clk_period * $clk_io_pct] -clock clk0 $non_clock_inputs
set_output_delay [expr $clk_period * $clk_io_pct] -clock clk0 [all_outputs]

==> flow_summary_export.csv <==
group,metric,value,unit
status,outcome,"completed",
setup_path,cp-end-kind,"primary output",
grt,grt_antenna_before_repair,0,
power_and_ir_drop,p_per_area,1519,nW/µm²
floorplan,core_area,8217,µm²
routing,drcViolationCount,0,
setup_path,arrival,760,ps
sta,min_period,960.4,ps
min_path,min_path_cells,2,
place,io_buffers,65,
routing,drtIter0Drc,4,
routing,dr.pass1.iters,2,
logic_synthesis,syn_area,863.3,µm²
cts,cts_tree,"done",
routing,wl_per_cell,10.97,µm
sta,whs,461.0,ps
floorplan,initial_core_util,10.51,%
setup_path,crit_type,"register to primary output",
cts,cts.sinks,32,
sta,report.final.slew_viol_count,0,
cts,numCtsBuffers,5,
sta,fmax,1041,MHz
sta,slew_headroom,90.21,%
setup_path,crit_family,"flip-flops",
sta,worst_pin_slew,146.8,ps
floorplan,die-area,12540,µm²
min_path,min-delay-start,"pc_next[6]",
cts,max-clock-path-buffers,2,
logic_synthesis,top_area_share,74.20,%
finish,area_growth,95.07,%
logic_synthesis,yosysChipArea,863.3,µm²
place,dpl-instance-area,1643,µm²
place,dp.cells,235,
sta,setup_viol,0,
place,dp_hpwl,2.137,mm
grt,grt_usage,3.970,%
sta,finalHoldViolCount,0,
logic_synthesis,synth.avg_cell_area,12.89,µm²
min_path,worstHoldEndpoint,"pc_out[6]",
finish,largest_register,"pc_out",
grt,overflow,0,
cts,cts.reportedPaths.clkPinSlew,70,ps
grt,grt_pass1_wl,4.077,mm
floorplan,die_h,112,µm
cts,post-cts-setup-buffers,0,
floorplan,boundaryPins,66,
logic_synthesis,yosys-stat-cells,67,
logic_synthesis,synth_cell_type_count,3,
floorplan,die_w,112,µm
finish,final_area,1684,µm²
cts,htree_levels,2,
setup_path,start_kind,"register",
setup_path,crit_path_max_incr_delay,310,ps
routing,drt_wl_total,2.655,mm
setup_path,critical_path.max_fanout,1,
finish,largest_reg_flops,32,
grt,grt_max_degree,33,
job,maxCapViolCount,0,
logic_synthesis,ys_ff,32,
routing,num_vias,680,
cts,ctsHoldBuffers,0,
power_and_ir_drop,peakVddDrop,0.0003939,V
cts,clock_tree.root_cell,"clkbuf_8",
min_path,hp-class,"input pin to register",
routing,viasPerCell,2.810,
power_and_ir_drop,p_leak,0.6641,nW
finish,final_cell_count_no_fill,242,
job,warnings,25,
finish,nFillCells,876,
logic_synthesis,yosysTopAreaCell,"dfxtp_1",
logic_synthesis,postSynthSeqShare,74.20,%
finish,reg.largest.list,"pc_out (32)",
routing,antenna_cells,0,
place,gp_congestion,0.6729,
setup_path,cp_slowest_cell,"dfxtp_1",
grt,grt_pass1_vias,715,
logic_synthesis,yosysWarnings,1,
routing,postRouteAntennaNets,0,
logic_synthesis,topCellsByArea,"dfxtp_1 74%, nor2b_1 23%, buf_4 2.6%",
finish,drive_gt1_share,20.44,%
sta,finalCritPeriodShare,96.04,%
logic_synthesis,postSynthCellCount,67,
setup_path,path_buffers,1,
setup_path,cp.required,800,ps
setup_path,path_cells,"clkdlybuf4s15_1",
floorplan,num_rows,33,
-- metal layers --
layer,vias to the layer above,track usage (%),share of wire (%),wire (µm)
li1,336,-,-,-
met1,304,4.278,38,1001
met2,35,6.876,50,1330
met3,5,1.846,9.9,264
met4,0,1.015,2.2,58
met5,-,0,0,0
-- stage by stage --
stage,setup TNS [ps],total power [mW],setup slack (ps),utilization [%]
after floorplan,0,1.430,508.9,-
after global placement,-2946,1.707,-95.89,19.99
after detailed placement,-3087,1.710,-106.7,19.99
after CTS,0,2.650,8.406,20.86
after global routing,-1.213,2.703,-1.213,20.50
final,0,2.558,39.63,20.50
-- cell usage in the layout, fill, tap and decap left out --
| master | instances |
|---|---|
| clkdlybuf4s50_1 | 33 |
| nor2b_1 | 32 |
| clkdlybuf4s15_1 | 22 |
| dfxtp_1 | 21 |
| dfxtp_2 | 11 |
| clkbuf_2 | 8 |
| clkbuf_8 | 5 |
| buf_2 | 2 |
| clkbuf_1 | 1 |
| clkinv_2 | 1 |
| buf_12 | 1 |
-- cells by family (layout without fill, tap and decap cells) --
group | Yosys count | in the layout | synth area share [%]
buffers and inverters | 3 | 73 | 2.609
AND/OR/NAND/NOR | 32 | 32 | 23.19
flip-flops | 32 | 32 | 74.20
-- how the worst max path moves through the flow --
stage,startpoint,endpoint,cells past startpoint
CTS,pc_out[28],pc_out[28],1
finish,pc_out[9],pc_out[9],1
global route,pc_out[27],pc_out[27],1
-- layout make-up --
type                       count  area [µm²]  area share (%)
tap                          105       131.4           7.801
clock buffer                   6       72.57           4.309
clock inverter                 1       5.005          0.2972
timing repair buffer          66       620.6           36.85
sequential                    32       654.4           38.86
multi-input combinational     32       200.2           11.89
-- report_power, final --
| group | internal [mW] | switching (mW) |
|---|---|---|
| logic | 0.215 | 0.0562 |
| clock network | 0.473 | 0.450 |
| registers | 1.35 | 0.0170 |
-- timing repair --
| item | in CTS | in global routing |
|---|---|---|
| pin swaps | 0 | 0 |
| cloned | 0 | 0 |
| resized | 70 | 16 |
| endpoints found under the hold margin | 0 | 0 |
| setup endpoints to repair | 32 | 12 |
-- cell usage after synthesis --
library cell and instances:
buf_4 3, dfxtp_1 32, nor2b_1 32
Power figures rest on the tool's default switching activity, not on a simulated workload.
