<file path="design/flow/config.mk">
export PLATFORM = sky130hd
export DESIGN_NAME = alu
export DESIGN_NICKNAME = alu
export VERILOG_FILES = /design/flow/design.v
export SDC_FILE = /design/flow/constraint.sdc
export NUM_CORES = 4
export LEC_CHECK = 1
export CORE_UTILIZATION = 40
</file>
<file path="design/flow/design.v">
`timescale 1ns/1ps
module alu(
input wire [31:0] a,
input wire [31:0] b,
input wire [3:0] op,
output reg [31:0] alu_out
);
always_comb begin                   
    case(op)
    4'b0000 : alu_out = a + b;  
    4'b0001 : alu_out = a - b;  
    4'b0010 : alu_out = a << b;  
    4'b0011 : alu_out = ($signed(a) < $signed(b)) ? 32'd1 : 32'd0;  
    4'b0100 : alu_out = (a < b) ? 32'd1 : 32'd0;  
    4'b0101: alu_out = a ^ b;  
    4'b0110 : alu_out = a >> b;  
    4'b0111 : alu_out = $signed(a) >>> b;  
    4'b1000 : alu_out = a | b;  
    4'b1001 : alu_out = a & b;  
    default : alu_out = 17'b00000000000000000;
endcase
end
endmodule 
</file>
<file path="design/flow/constraint.sdc">
current_design alu

set clk_period 16.0
set clk_io_pct 0.2

create_clock -name clk0 -period $clk_period

set non_clock_inputs [all_inputs -no_clocks]
set_input_delay [expr $clk_period * $clk_io_pct] -clock clk0 $non_clock_inputs
set_output_delay [expr $clk_period * $clk_io_pct] -clock clk0 [all_outputs]
</file>
<file path="design/flow/run.sh">
#!/bin/bash
# OpenROAD 26Q1-2900-gdf79404cd8, Yosys 0.63+post, stock flow scripts
make -C /OpenROAD-flow-scripts/flow DESIGN_CONFIG=/design/flow/config.mk WORK_HOME=/design/flow/orfs finish
</file>
==> deck_impl_summary.md <==
Synthesis and Place & Route Summary

Global route
  – GRT Util Overall: 0.4118
  – M1 GR Usage: 0.6169
  – GR met2 Demand/Resource: 0.5851
  – Largest net degree at the start of global routing: 52
  – Initial antenna violation count: 1
  – Met3 Use GR: 0.1126
  – Vias in the first global route: 10,770
  – Most used routing layer: met1
  – Overflow after GRT: 0
  – First-pass GRT wire length: 72.42 mm

Place
  – Pre-CTS WS: 4.847 ns
  – Post-DP HPWL: 38.02 mm
  – RD Place Congestion: 1.097
  – Placed Area: 10,490 µm²
  – I/O Buffers: 100

Drt
  – Pre-antenna DRT Iters: 6
  – Vias per cell: 6.812
  – Drc violations: 0
  – WL/cell: 28.19 µm
  – 1st-iter DRT viols: 1,567
  – Routed Antenna Nets: 0
  – Total number of vias: 11,910
  – WL final: 49.28 mm

Finish
  – Storage cell area: 0 µm²
  – Share of cells above drive strength 1: 0.08577
  – Most numerous logic cells after layout: nor2_1, nand2_1, o21ai_0
  – Filler cells: 2,412
  – Most frequent logic cell in the layout: nor2_1
  – Area growth syn-to-layout: 11.27%
  – Post-route cell area: 10,490 µm²
  – Clock Buffer Count: 0
  – Flop count: 0

CTS
  – Post-CTS setup buffer count: 0
  – Resize count post-CTS: 0
  – Hold buffers post-CTS: 0

Final timing
  – Max Fclk: 0.08840 GHz
  – Setup tns final: 0 ns
  – Fin crit share: 0.7070
  – Setup violators final: 0
  – Max_slew headroom: 0.3036
  – Slew @ Worst Pin: 1.035 ns
  – RSZ-0062 raised after global routing: no
  – Fin. max-slew vios: 0
  – Final worst path period need: 11.31 ns
  – Final setup margin: 4.688 ns
  – Final Hold Vio Count: 0

Worst setup path
  – Bufs and invs on worst path: 4
  – Crit-path max FO: 39
  – Critical Path, Cell by Cell: clkdlybuf4s50_1, buf_4, inv_1, ha_1, a21oi_2, o21ai_0, a211oi_1, o21bai_1, a21oi_1, o21ai_0, a31oi_1, a31oi_1, or4_1, clkdlybuf4s50_1
  – CP peak stage delay: 0.77 ns
  – Crit. End Element: output port
  – WP data arrival: 8.11 ns
  – Crit start category: input pin
  – Crit path kind: input pin to output port
  – Crit path DRT: 12.80 ns
  – CP delay by family, top: AND-OR/OR-AND gates
  – Highest-delay cell along the critical path: a211oi_1

Power and ir drop
  – Pint: 0.1286 mW
  – Worst vdd ir: 0.01671 mV
  – Static Leak: 4.104 nW
  – Sw Ratio: 0.6093
  – PwrDens: 31.38 nW/µm²
  – Switching power total: 0.2006 mW

Synth
  – Cell type with the largest total area: ha_1
  – Yosys Instances: 1,426
  – Cell Type Count: 99
  – Syn. warnings: 1
  – Synth area leaders: ha_1, nor2_1, o21ai_0, mux4_2, a21oi_1
  – Synthesized netlist cell count: 1,426
  – Yosys stat area: 9429 µm²
  – Mapped cell area: 9429 µm²
  – Register area share after synthesis: 0
  – Synth top area share: 0.1274
  – Syn avg cell area: 6.612 µm²

Floorplanning
  – Chip Area: 24,190 µm²
  – Core Area: 22,850 µm²
  – Fp util: 0.4127
  – Die Wd: 155.5 µm
  – Row cnt: 55
  – # IOs: 100
  – Height of the chip: 155.5 µm

Run status
  – Status: finished, final reports clean

Flow run
  – Tool Warnings: 96
  – Max cap viols: 0

Min path
  – Hold Path Class: input pin to output port
cell families (layout without fill, tap and decap cells):
logic type      Yosys count  after routing  synth area share
other cells               0              1                 0
simple gates            483            483            0.2448
buf+inv                 214            222           0.09793
mux                      85             85            0.1265
xor+xnor                 10             10          0.009289
fa+ha+maj                98             98            0.1316
compound gates          536            536            0.3899
per-layer routing:
layer	vias up	wire length [µm]	share of wire
met5	-	0	0
met4	0	1324	0.027
met3	85	6050	0.12
met2	772	20140	0.41
met1	5673	21770	0.44
li1	5378	-	-
power groups by stage:
stage / Sequential [mW] / Clock (mW) / Combinational (mW)
after global routing: 0 / 0 / 0.354
after CTS: 0 / 0 / 0.321
synthesized netlist by cell type (10+ instances only):
library cell / instances
nor2_1: 171
nand2_1: 122
o21ai_0: 122
a21oi_1: 107
ha_1: 96
inv_1: 91
nor3_1: 60
clkbuf_1: 54
mux2i_1: 42
buf_2: 41
o211ai_1: 30
a22oi_1: 27
a211oi_1: 26
mux4_2: 25
nand3_1: 18
nor4_1: 18
a21o_1: 16
a221oi_1: 16
buf_1: 15
mux2_2: 15
o21bai_1: 15
o22ai_1: 15
a221o_1: 13
nand2b_1: 11
nor2b_1: 11
o21a_1: 11
o21ai_1: 11
a211o_1: 10
o2111ai_1: 10
o221ai_1: 10
o31ai_1: 10
through the flow:
stage          hold slack, ns  cells  power (mW)    util
2_1_floorplan           6.554   1426      0.1967       -
3_3_place_gp            7.613   1747      0.3202  0.4591
3_5_place_dp            7.611   1747      0.3185  0.4591
4_1_cts                 7.608   1747      0.3208  0.4591
5_1_grt                 7.661   1747      0.3536  0.4591
6_report                7.626   1748      0.3292  0.4592
final timing paths:
kind,cells after the start,end,from
max,14,alu_out[14],b[4]
min,5,alu_out[10],b[3]
area by class of cell:
type	instances	area (µm²)	share of cell area
multi-input cells	1212	8547	0.8147
repair buffers	129	1201	0.1145
well taps	313	391.6	0.03733
inverters	93	349.1	0.03327
diodes	1	2.502	0.0002385
Power and IR drop assume default switching activity.
