**./config.mk**
```make
export PLATFORM = sky130hd
export DESIGN_NAME = regfile
export DESIGN_NICKNAME = regfile
export VERILOG_FILES = /design/flow/design.v
export SDC_FILE = /design/flow/constraint.sdc
export NUM_CORES = 4
export LEC_CHECK = 1
export CORE_UTILIZATION = 40
```
**./constraint.sdc**
```tcl
current_design regfile

set clk_period 7.4
set clk_io_pct 0.2

create_clock -name clk0 -period $clk_period [get_ports {clk}]

set non_clock_inputs [all_inputs -no_clocks]
set_input_delay [expr $clk_period * $clk_io_pct] -clock clk0 $non_clock_inputs
set_output_delay [expr $clk_period * $clk_io_pct] -clock clk0 [all_outputs]
```
**./design.v**
```verilog
`timescale 1ns/1ps
module regfile (
    input  wire        clk,
    input  wire        w_en,  
    input  wire [4:0]  rs1, rs2, rd,  
    input  wire [31:0] wd,  
    output wire [31:0] rd1, rd2  
);
    reg [31:0] regs [0:31];
    assign rd1 = (rs1 == 0) ? 32'b0 : regs[rs1];
    assign rd2 = (rs2 == 0) ? 32'b0 : regs[rs2];
    always @(posedge clk) begin
        if (w_en && (rd != 0))
            regs[rd] <= wd;
    end
endmodule
```
**./run.sh**
```bash
#!/bin/bash
# OpenROAD 26Q1-2900-gdf79404cd8, Yosys 0.63+post, stock flow scripts
make -C /OpenROAD-flow-scripts/flow DESIGN_CONFIG=/design/flow/config.mk WORK_HOME=/design/flow/orfs finish
```
==> summary.log <==
qor: timing.setup_ws 1.285 ns
qor: logic_synthesis.ys_cells 2564
qor: placement.placed_cells_incl_taps 4228
qor: global_routing.grt_pass1_vias 31499
qor: timing.final-max-slew-violation-count 0
qor: final_layout.drive_above_1_share 26.77%
qor: final_layout.design_area 54820 um2
qor: power.power-per-cell-area 236.2 nW/um2
qor: power.pwr-share-comb 9.2%
qor: power.vdd.ir_drop.worst 0.1900 mV
qor: worst_setup_path.critPathSlowestCell sky130_fd_sc_hd__and2_2
qor: final_layout.largest_register_ff_count 1024
qor: global_routing.grt.total_usage 28.47%
qor: outcome.run_status complete, no violations
qor: cts.clock_tree.buffer_depth 3
qor: worst_setup_path.timing.critical_path.arrival 4.63 ns
qor: logic_synthesis.top_cell_area_share 64.19%
qor: logic_synthesis.postSynthRegisterBits 1024
qor: worst_setup_path.critical_path_class in -> out
qor: global_routing.grt_first_pass_wirelength 221700 um
qor: worst_setup_path.worstPathRequired 5.92 ns
qor: logic_synthesis.synth-seq-area-share 64.19%
qor: drt.first_iter_violations 2010
qor: placement.hpwl 88590 um
qor: logic_synthesis.yosys_warnings 1
qor: logic_synthesis.synthCells 2564
qor: cts.tritoncts.num_buffers 105
qor: floorplanning.die_x 348.1 um
qor: timing.relSlewSlack 24.39%
qor: drt.detail_route.wl_per_cell 35.40 um
qor: floorplanning.number_of_primary_i_o_pins 113
qor: flow_run.warnings 26
qor: worst_setup_path.critical-path-max-stage-delay 0.83 ns
qor: power.seqPwrFrac 50.2%
qor: drt.drt_pre_antenna_iters 6
qor: global_routing.grt_start_max_net_pins 88
qor: timing.hold_slack 1.600 ns
qor: cts.post_cts_clock_slew_at_the_launch_and_capture_registers_of_the_worst_setup_and_hold_paths 0.06 ns
qor: placement.numPortBuffers 112
qor: logic_synthesis.most_popular_library_cell_in_the_synthesized_design_by_count sky130_fd_sc_hd__edfxtp_1
qor: final_layout.layout.filler_cells 9658
qor: power.power.share.clock 40.6%
qor: placement.dpl_worst_slack 1.295 ns
qor: logic_synthesis.synthDistinctLibCells 39
qor: worst_setup_path.endpoint_kind output port
qor: timing.finalClockPeriodUsage 82.63%
qor: cts.hold_buffers 0
qor: power.power.leakage 17.72 nW
qor: drt.wl 156500 um
qor: logic_synthesis.yosys-top-cells-area sky130_fd_sc_hd__edfxtp_1 (64%), sky130_fd_sc_hd__mux4_2 (15%), sky130_fd_sc_hd__mux2i_1 (6.7%)
qor: logic_synthesis.synth.avg_cell_area 18.68 um2
qor: floorplanning.rows 126
qor: worst_setup_path.path_cells buf_6 -> and2_2 -> buf_4 -> a22oi_1 -> a311oi_1 -> clkdlybuf4s50_1
qor: final_layout.layoutNonFillerInstCount 4421
qor: power.power.switching_fraction 22.79%
qor: final_layout.syn_to_final_growth 14.44%
qor: floorplanning.die_y_size 348.1 um
qor: floorplanning.core_area 118400 um2
qor: drt.route.vias.total 28270
qor: final_layout.largestRegisters regs (1024)
qor: floorplanning.die_area 121100 um2
qor: timing.max_clock_freq 163.5 MHz
qor: placement.place_congestion 0.8793
qor: cts.post_cts_buffers 0
qor: global_routing.antenna_violations_before_repair 4
qor: worst_setup_path.start_kind input port
qor: flow_run.drv_cap 0
qor: global_routing.grt.overflow.total 0
qor: cts.cts.sink_count 1024
qor: worst_setup_path.critical_path.max_fanout 31
qor: logic_synthesis.synth.top_cells.by_count sky130_fd_sc_hd__edfxtp_1 (1024), sky130_fd_sc_hd__mux2i_1 (320), sky130_fd_sc_hd__mux4_2 (316), sky130_fd_sc_hd__clkbuf_1 (98), sky130_fd_sc_hd__nand2_1 (85)
qor: floorplanning.floorplan.initialDensity 40.46%
qor: worst_setup_path.cell_family_contributing_the_most_delay_on_the_critical_path buffers and inverters
qor: cts.cts.htree.levels 3
qor: logic_synthesis.yosysChipArea 47900 um2
qor: timing.rsz0062_at_grt false
qor: worst_setup_path.cp_num_buf_inv 3
qor: cts.clockRootBuffer sky130_fd_sc_hd__clkbuf_16
qor: timing.worst_slew_pin_slew 1.131 ns
qor: cts.tritoncts built
qor: logic_synthesis.async_set_or_reset_flop_fraction_in_the_synthesized_netlist 0%
qor: drt.drtAntennaViolNets 0
qor: timing.final_hold_viol_count 0
qor: timing.post-route-min-period 6.115 ns
qor: placement.postPlaceCellArea 51430 um2
qor: logic_synthesis.edf_count 1024
qor: cts.number_of_resized_instances_in_the_post_cts_repair_step 0
qor: logic_synthesis.synthesis.area 47900 um2
qor: logic_synthesis.cell_accounting_for_the_most_synthesized_area sky130_fd_sc_hd__edfxtp_1
qor: power.p_sw 2.951 mW
qor: drt.vias_per_cell 6.394
qor: worst_hold_path.min-delay-path-class in -> reg
qor: power.p_int 9.999 mW
qor: timing.finalSetupTns 0 ns
qor: final_layout.largest-register regs
qor: timing.setup_viol 0
qor: drt.route.detailed.drc 0
qor: logic_synthesis.main_synth_ff_type sky130_fd_sc_hd__edfxtp_1
stage by stage:
| stage | power [mW] | utilization, % |
|---|---|---|
| 5_1_grt | 13.31 | 46.30 |
| 3_3_place_gp | 7.787 | 43.44 |
| 6_report | 12.95 | 46.30 |
| 2_1_floorplan | 7.272 | - |
| 3_5_place_dp | 7.805 | 43.44 |
| 4_1_cts | 13.01 | 46.30 |
layer usage:
metal | up-vias | GRT usage, % | wire, um
li1 | 11364 | - | -
met1 | 13941 | 30.26 | 46340
met2 | 2540 | 39.28 | 68830
met3 | 406 | 26.81 | 33640
met4 | 19 | 9.746 | 7278
met5 | - | 3.641 | 414
layout make-up:
cell class                      instances  area [um2]  share of cell area [%]
Antenna cell                            1       2.502                0.004565
Clock buffer                          131        2768                   5.049
Clock inverter                         61       619.3                   1.130
Inverter                                2       8.758                 0.01598
Multi-Input combinational cell       1354       16400                   29.91
Sequential cell                      1024       30750                   56.09
Tap cell                             1600        2002                   3.652
Timing Repair Buffer                  248        2272                   4.145
cell families (layout without fill, tap and decap cells):
group	after synthesis	after routing	share of synthesized area (%)
flops	1024	1024	64.19
mux	736	736	25.02
compound gates	374	374	6.154
buf+inv	217	442	2.445
simple gates	212	212	2.184
other cells	1	33	0.007828
cell usage in the layout, fill, tap and decap left out, types with 4 or more instances in the layout:
master,count
sky130_fd_sc_hd__a211oi_1,53
sky130_fd_sc_hd__a211oi_2,11
sky130_fd_sc_hd__a21oi_1,32
sky130_fd_sc_hd__a221oi_1,38
sky130_fd_sc_hd__a221oi_2,16
sky130_fd_sc_hd__a22oi_1,64
sky130_fd_sc_hd__a311oi_1,32
sky130_fd_sc_hd__buf_12,10
sky130_fd_sc_hd__buf_4,127
sky130_fd_sc_hd__buf_8,4
sky130_fd_sc_hd__bufinv_16,11
sky130_fd_sc_hd__clkbuf_1,24
sky130_fd_sc_hd__clkbuf_16,107
sky130_fd_sc_hd__clkdlybuf4s50_1,102
sky130_fd_sc_hd__clkinv_1,20
sky130_fd_sc_hd__clkinv_2,20
sky130_fd_sc_hd__clkinvlp_4,5
sky130_fd_sc_hd__conb_1,32
sky130_fd_sc_hd__edfxtp_1,1024
sky130_fd_sc_hd__mux2_2,64
sky130_fd_sc_hd__mux2i_1,320
sky130_fd_sc_hd__mux4_1,36
sky130_fd_sc_hd__mux4_2,316
sky130_fd_sc_hd__nand2_1,85
sky130_fd_sc_hd__nand3b_1,6
sky130_fd_sc_hd__nand4_1,32
sky130_fd_sc_hd__nor2_4,33
sky130_fd_sc_hd__nor2b_1,32
sky130_fd_sc_hd__nor2b_4,5
sky130_fd_sc_hd__o2111ai_1,10
sky130_fd_sc_hd__o21ai_0,50
sky130_fd_sc_hd__o21ai_1,4
sky130_fd_sc_hd__o221ai_1,64
sky130_fd_sc_hd__or3b_2,4
power by group through the flow:
stage	clock, mW	sequential (mW)	combinational [mW]
CTS	5.32	6.50	1.18
global route	5.55	6.51	1.25
finish	5.26	6.51	1.19
worst paths after layout:
check                 startpoint      endpoint  slack, ns  cells after the start
worst max-delay path      rs1[0]       rd1[15]       1.29                      6
worst min-delay path      wd[22]  regs[12][22]       1.60                      2
Power is estimated from default activity; no workload was simulated.
